<file path="flow/design.v">
module vending_machine(
    input        clk,
    input        reset,                 
    input  [7:0] coin,                  
    input  [2:0] drink_choose,           
    output reg [7:0] total_money,
    output reg [2:0] state,              
    output reg [7:0] exchange,
    output reg [7:0] drink_out
);
    parameter PRICE_TEA    = 8'd10;
    parameter PRICE_COKE   = 8'd15;
    parameter PRICE_COFFEE = 8'd20;
    parameter PRICE_MILK   = 8'd25;
    parameter S0 = 3'd0;  
    parameter S1 = 3'd1;  
    parameter S2 = 3'd2;  
    parameter S3 = 3'd3;  
    reg [7:0] current_cost;
    reg [2:0] selected_drink;
    always @(posedge clk or negedge reset) begin
        if (!reset) begin
            state           <= S0;
            total_money     <= 8'd0;
            exchange        <= 8'd0;
            drink_out       <= 8'd0;
            current_cost    <= 8'd0;
            selected_drink  <= 3'd0;
        end else begin
            case (state)
                S0: begin
                    drink_out <= 8'd0;
                    exchange  <= 8'd0;
                    if (coin != 8'd0)
                        total_money <= total_money + coin;
                    if ((total_money + coin) >= PRICE_TEA)
                        state <= S1;
                    else
                        state <= S0;
                end
                S1: begin
                    if (coin != 8'd0) begin
                        total_money <= total_money + coin;
                        state <= S0;
                    end
                    else if (drink_choose == 3'd1 && total_money >= PRICE_TEA) begin
                        current_cost   <= PRICE_TEA;
                        selected_drink <= 3'd1;
                        state <= S2;
                    end
                    else if (drink_choose == 3'd2 && total_money >= PRICE_COKE) begin
                        current_cost   <= PRICE_COKE;
                        selected_drink <= 3'd2;
                        state <= S2;
                    end
                    else if (drink_choose == 3'd3 && total_money >= PRICE_COFFEE) begin
                        current_cost   <= PRICE_COFFEE;
                        selected_drink <= 3'd3;
                        state <= S2;
                    end
                    else if (drink_choose == 3'd4 && total_money >= PRICE_MILK) begin
                        current_cost   <= PRICE_MILK;
                        selected_drink <= 3'd4;
                        state <= S2;
                    end
                    else begin
                        state <= S1;
                    end
                end
                S2: begin
                    drink_out <= selected_drink;
                    state <= S3;
                end
                S3: begin
                    exchange <= total_money - current_cost;
                    total_money    <= 8'd0;
                    drink_out      <= 8'd0;
                    current_cost   <= 8'd0;
                    selected_drink <= 3'd0;
                    state <= S0;
                end
                default: state <= S0;
            endcase
        end
    end
endmodule
</file>
<file path="flow/run.sh">
#!/bin/bash
# OpenROAD 26Q1-2900-gdf79404cd8, Yosys 0.63+post, stock flow scripts
make -C /OpenROAD-flow-scripts/flow DESIGN_CONFIG=/design/flow/config.mk WORK_HOME=/design/flow/orfs finish
</file>
<file path="flow/config.mk">
export PLATFORM = sky130hd
export DESIGN_NAME = vending_machine
export DESIGN_NICKNAME = vending_machine
export VERILOG_FILES = /design/flow/design.v
export SDC_FILE = /design/flow/constraint.sdc
export NUM_CORES = 4
export LEC_CHECK = 1
export CORE_UTILIZATION = 30
</file>
<file path="flow/constraint.sdc">
current_design vending_machine

set clk_period 4.7
set clk_io_pct 0.2

create_clock -name clk0 -period $clk_period [get_ports {clk}]

set non_clock_inputs [all_inputs -no_clocks]
set_input_delay [expr $clk_period * $clk_io_pct] -clock clk0 $non_clock_inputs
set_output_delay [expr $clk_period * $clk_io_pct] -clock clk0 [all_outputs]
</file>
==> out/results.ini <==
[status]
status=complete, no violations

[global_routing]
antenna_found_initial=0
track_usage_pct=12.9
grt_pass1_vias=1492
grt_pass1_wl_um=7190
grt.overflow.total=0
grt_max_degree=29

[placement]
io_buffers=33
place.gp.congestion=0.831
hpwl_um=3250
dpl_worst_slack_ns=1.29

[cells_and_area]
drive_gt1_share_pct=6.61
area_delta_synth_final_pct=22.2

[synth]
avgSynthCellArea_um2=9.54
ys_cells=210
yosysTopAreaCellShare_pct=35.0
area_leaders=dfrtp_1 35%, ha_1 11%, nand2_1 5.2%, o21ai_0 4.0%, a21oi_1 2.5%
ys_ff=28
edf_count=0
yosys_warnings=1
async_reset_ff_share_pct=100
yosysSeqAreaShare_pct=35.0
synth_chip_area_mm2=0.00200
synth.distinct_cells=52
ys.flop_type=dfrtp_1
largest_area_cell=dfrtp_1
synthesis.area_mm2=0.00200
netlist_instances=210

[worst_setup_path]
timing.rr.start=total_money[0]
required_ns=4.87
worstSetupStartpointType=primary input
worstPathArrival_ns=3.29
setup.worst_path.end_class=flop
r2r-end=state[0]
cpMaxStageDelayCell=clkdlybuf4s50_1
r2r_slack_ns=2.25
crit_fanout=3
reg2reg_depth=8
path_cells=clkdlybuf4s50_1 > ha_1 > fa_1 > a21o_1 > a311o_1 > a21oi_1 > xnor2_1 > nor4_1 > o22ai_1
crit_type=in2reg
cp_slowest_stage_delay_ns=0.47

[route]
drt_iter0_drc=23
ant_nets=0
first_pass_iters=4
wirelength_um=4250
avgViaCountPerCell=4.99
drc_errors=0
vias=1592
diodes=0
wl_per_cell_um=13.3

[run]
maxCapViolCount=0
openroad.warnings=29

[floorplan]
num_rows=29
core_mm2=0.00639
io_pins=40
fp_util_pct=31.4
chip_area_mm2=0.00701
die_y_um=83.7
die_x_um=83.7

[clock_tree]
cts_buffers=3
ctsHoldBuffers=0
h-tree-depth=1
cts_tree=yes
clock_sink_count=28
clock_path_buffers=2
root_buffer=clkbuf_8
clk_pin_slew_ns=0.10
clk_latency_ns=0.27
cts_resized=0
postCtsSetupBuffers=0

[sta]
clock.fmax_ghz=0.320
tns_ns=0
fin_worst_skew_ns=0.00871
rsz0062_at_grt=false
setup_ws_ns=1.58
hold_viol=0
tightest_slew_ns=0.624
setup_viol=0
final_max_slew_viol_count=0
finalCriticalPeriod_ns=3.12
finalClockPeriodUsage_pct=66.4
slew_headroom_pct=58.4

[power_and_ir_drop]
powerDensity_mw_per_mm2=510
leakagePower_nw=1.02
ir_worst_vdd_mv=0.262

[min_path]
hold_path.class=reg2reg
whs_path_depth=2
min_from=exchange[1]
hold_end=exchange[1]

-- cells in the final DEF, fill, tap and decap left out, drive strengths merged, types with 6 or more instances in the layout --
| master | n |
|---|---|
| conb | 6 |
| nand2 | 28 |
| inv | 13 |
| dfrtp | 28 |
| ha | 17 |
| a21oi | 10 |
| nor2 | 6 |
| clkdlybuf4s50 | 33 |
| o21ai | 17 |
-- power breakdown --
group | switching (W) | internal [W] | leakage [nW]
clock network | 0.0000746 | 0.000114 | 0.0357
registers | 0.000106 | 0.000300 | 0.346
logic | 0.000314 | 0.000340 | 0.643
total | 0.000494 | 0.000754 | 1.02
-- metal layers --
layer  part of all wire (%)  vias up  GRT usage (%)
li1                       -      815              -
met1                     52      745           20.6
met2                     44       30           20.0
met3                    3.4        2           2.11
met4                   0.24        0          0.308
met5                      0        -              0
-- synthesized netlist by cell type (4+ instances only) --
| master | count |
|---|---|
| xnor2_1 | 5 |
| xor2_1 | 5 |
| a21oi_1 | 10 |
| inv_1 | 13 |
| dfrtp_1 | 28 |
| ha_1 | 17 |
| nand2_1 | 28 |
| a22o_1 | 4 |
| nor2_1 | 6 |
| nor3_1 | 4 |
| o31ai_1 | 5 |
| buf_4 | 6 |
| o21ai_0 | 16 |
-- sequential cells by signal, indices dropped and copies added, names as in the netlist --
name            cells
exchange            8
total_money         8
state               2
current_cost        4
selected_drink      3
drink_out           3
-- cell families (layout without fill, tap and decap cells) --
family,count (synthesis),count (layout),share of synthesized area (%)
adder cells (fa/ha/maj),19,19,12.6
XOR/XNOR,10,10,4.37
buffers and inverters,24,51,6.37
multiplexers,3,3,1.50
other,1,6,0.187
AND-OR/OR-AND,64,64,22.9
AND/OR/NAND/NOR,61,61,17.1
flip-flops,28,28,35.0
-- cell type report --
class	count	area (µm²)
Fill cell	643	3940
Multi-Input combinational cell	163	1190
Sequential cell	28	701
Timing Repair Buffer	34	338
Tap cell	77	96.3
Inverter	13	48.8
Clock buffer	3	41.3
Clock inverter	1	30.0
-- critical path: cells and delay by family --
| family | cells | cell delay [ns] |
|---|---|---|
| adder cells (fa/ha/maj) | 2 | 0.68 |
| AND/OR/NAND/NOR | 1 | 0.29 |
| XOR/XNOR | 1 | 0.09 |
| buffers and inverters | 1 | 0.47 |
| AND-OR/OR-AND | 4 | 0.80 |
-- metrics by stage --
stage	hold slack [ns]	total power, W	instance area (µm²)	cells	utilization (%)
after floorplan	0.428	0.000850	2020	215	-
after global placement	0.466	0.00107	2380	315	37.2
after CTS	0.497	0.00126	2450	319	38.3
after detailed placement	0.474	0.00106	2380	315	37.2
after global routing	0.523	0.00137	2450	319	38.3
final	0.491	0.00125	2450	319	38.3
-- how the worst max path moves through the flow --
stage	from	slack [ns]	to
after global routing	coin[0]	1.42	state[0]
final	coin[0]	1.58	state[0]
after CTS	coin[0]	1.58	state[0]
Power is estimated from default activity; no workload was simulated.
